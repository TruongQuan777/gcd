<file path="/design/flow/design.v">
module gcd #(parameter W=16)(
  input clk,reset,
  input data_rdy,
  input[W-1:0] operands_bits_A,operands_bits_B,
  input result_taken,
  output result_rdy,
  output[W-1:0] result_bits_data
);
  wire[W-1:0] A,B;
  wire clear,init,swap,subtract,set_done,done;
  gcd_controller ctrl(clk,reset,data_rdy,result_taken,A,B,done,clear,init,swap,subtract,set_done);
  datapath #(W) data(clk,operands_bits_A,operands_bits_B,clear,init,swap,subtract,set_done,A,B,done,result_rdy,result_bits_data);
endmodule
module gcd_controller #(parameter W=16)(
  input clk,reset,
  input data_rdy,
  input result_taken,
  input[W-1:0] A,B,
  input done,
  output reg clear, init, swap, subtract, set_done
);
  reg [1:0] state;
  parameter idle=2'b00;
  parameter compute=2'b01;
  parameter read_data=2'b10;
  always @(posedge clk)
    begin
      if(reset) state<=idle;
      else
        begin
          if(state==idle)
            begin
              state<=(data_rdy)?compute:idle;
            end
          else if(state==compute)
            begin
              if(done) state<=read_data;
              else
                begin
                  if(A<B) state<=compute;
                  else  state<=(B!=0)?compute:read_data;
                end
            end
          else
            begin
              state<=(result_taken)?idle:read_data;
            end
        end
    end
  always @(*)
    begin
      if(reset)
        begin
          clear=1;
          init=0;
          swap=0;
          subtract=0;
          set_done=0;
        end
      else
        begin
        case (state)
          idle:
            begin
              if(data_rdy) begin clear=0;init=1;swap=0;subtract=0;set_done=0;end
              else  begin clear=0; init=0; swap=0; subtract=0;set_done=0; end
            end
          compute:
            begin
              if (done) begin clear=0; init=0; swap=0; subtract=0;set_done=0; end
              else
                begin
                  if(A<B) begin clear=0; init=0; swap=1; subtract=0;set_done=0; end
                  else
                    begin
                      if(B!=0) begin clear=0; init=0; swap=0; subtract=1;set_done=0; end
                      else begin clear=0; init=0; swap=0; subtract=0;set_done=1; end
                    end
                end
            end
          read_data:
            begin
              if(result_taken) begin clear=1; init=0; swap=0; subtract=0;set_done=0; end
              else begin clear=0; init=0; swap=0; subtract=0;set_done=0; end
            end
          default: begin clear=0; init=0; swap=0; subtract=0;set_done=0; end
        endcase
        end
    end  
endmodule
module datapath #(parameter W=16)(
  input clk,
  input[W-1:0] operands_bits_A, operands_bits_B,
  input clear,init,swap,subtract,set_done,
  output reg [W-1:0] A,B,
  output reg done,
  output result_rdy,
  output[W-1:0] result_bits_data
); 
  always @(posedge clk)
    begin
      if(clear) begin A<=0; B<=0; done<=0; end
      else if(init) begin A<=operands_bits_A; B<=operands_bits_B; end
      else if (swap) begin A<=B; B<=A; end
      else if (subtract) begin A<=A-B; end
      else if (set_done) begin done<=1; end
    end
  assign result_rdy=done;
  assign result_bits_data=(done)?A:0;
endmodule
</file>
<file path="/design/flow/config.mk">
export PLATFORM = sky130hd
export DESIGN_NAME = gcd
export DESIGN_NICKNAME = gcd
export VERILOG_FILES = /design/flow/design.v
export SDC_FILE = /design/flow/constraint.sdc
export NUM_CORES = 4
export LEC_CHECK = 1
export CORE_UTILIZATION = 30
</file>
<file path="/design/flow/constraint.sdc">
current_design gcd

set clk_period 6.3
set clk_io_pct 0.2

create_clock -name clk0 -period $clk_period [get_ports {clk}]

set non_clock_inputs [all_inputs -no_clocks]
set_input_delay [expr $clk_period * $clk_io_pct] -clock clk0 $non_clock_inputs
set_output_delay [expr $clk_period * $clk_io_pct] -clock clk0 [all_outputs]
</file>
<file path="/design/flow/run.sh">
#!/bin/bash
# OpenROAD 26Q1-2900-gdf79404cd8, Yosys 0.63+post, stock flow scripts
make -C /OpenROAD-flow-scripts/flow DESIGN_CONFIG=/design/flow/config.mk WORK_HOME=/design/flow/orfs finish
</file>
==> qor.log <==
qor: final_timing.setup_viol_count_final 0
qor: setup_path.startpoint_types flop
qor: final_timing.finalClockSkew 0.004070 ns
qor: cells_and_area.fin_area 3379 sq um
qor: worst_hold_path.hold_path.class flop to flop
qor: logic_synthesis.synth.comb.largest_family AND-OR/OR-AND gates
qor: cells_and_area.flow.area_growth_from_synthesis 24.82%
qor: clocking.cts.htree.levels 2
qor: clocking.cts.root.buffer_cell sky130_fd_sc_hd__clkbuf_8
qor: detailed_routing.drt_iter0_drc 165
qor: global_route.grt_max_degree 54
qor: detailed_routing.num_antenna_cells 0
qor: detailed_routing.detail_route.drc_violations 0
qor: clocking.cts-resized-gates 0
qor: power_and_ir_drop.ir_drop 0.1459 mV
qor: logic_synthesis.synth.cellmix.xorXnorShare 3.558%
qor: final_timing.worst_pin_slew 0.8004 ns
qor: setup_path.rrSetupSlack 2.87 ns
qor: logic_synthesis.synthesized_area_per_cell 7.500 sq um
qor: global_route.vias_in_the_first_global_route 2665
qor: final_timing.maxSlewHeadroom 46.51%
qor: setup_path.path_max_fanout 19
qor: cells_and_area.final_cell_mix 53 x sky130_fd_sc_hd__a21oi_1, 52 x sky130_fd_sc_hd__clkdlybuf4s50_1, 36 x sky130_fd_sc_hd__dfxtp_1
qor: logic_synthesis.synth_largest_type_area_fraction 26.62%
qor: logic_synthesis.yosys.stat.seqShare 26.62%
qor: global_route.grt_use_total 17.97%
qor: logic_synthesis.simple_gate_share 20.15%
qor: logic_synthesis.post_synth_mux_area_share 0%
qor: clocking.clockBufferDepth 2
qor: final_timing.achievable-frequency 0.2919 GHz
qor: run.total_tool_warning_count 25
qor: logic_synthesis.synthesis.yosys.warnings 2
qor: logic_synthesis.ys_area 2708 sq um
qor: cells_and_area.dominant_logic_cell_type_in_the_layout sky130_fd_sc_hd__a21oi_1
qor: logic_synthesis.synthCells 361
qor: logic_synthesis.synth.cellmix.adderShare 8.133%
qor: global_route.number_of_antenna_violations_at_the_first_check_in_global_routing 0
qor: logic_synthesis.yosys_register_bits 36
qor: floorplan.fp.coreArea 8721 sq um
qor: floorplan.fp-row-count 34
qor: clocking.post-cts-setup-buffer-count 0
qor: floorplan.die_x 97 microns
qor: detailed_routing.postRouteAntennaNets 0
qor: logic_synthesis.synth_cell_types 51
qor: clocking.tritoncts_num_sinks 36
qor: place.port_buffers 52
qor: logic_synthesis.synth.cellmix.compoundShare 35.03%
qor: clocking.clk_transition_reported_paths 0.07 ns
qor: logic_synthesis.synth.cell_area 2708 sq um
qor: detailed_routing.vias 2795
qor: final_timing.min_period 3.425 ns
qor: clocking.worstSkewPairLatency 0.28 ns
qor: final_timing.timing.final.max_slew_violations 0
qor: clocking.cts_hold_buffers 0
qor: logic_synthesis.synth_top_cell_by_area sky130_fd_sc_hd__dfxtp_1
qor: final_timing.tns 0 ns
qor: clocking.cts_buffers 5
qor: cells_and_area.final.fill_count 893
qor: final_timing.final_hold_viol_count 0
qor: floorplan.die_height 97 microns
qor: final_timing.post-route-period-util 54.37%
qor: detailed_routing.finalWirelength 8334 microns
qor: logic_synthesis.biggest_area_contributors_in_the_synthesized_netlist sky130_fd_sc_hd__dfxtp_1 27%, sky130_fd_sc_hd__a21oi_1 9.8%, sky130_fd_sc_hd__ha_1 7.4%
qor: setup_path.timing_worst_setup_path_type flop to flop
qor: final_timing.setup_ws_final 2.875 ns
qor: global_route.globalRoute.totalOverflow 0
qor: detailed_routing.wire_per_inst 16.31 microns
qor: detailed_routing.post_drt_via_cell_ratio 5.470
qor: setup_path.required 6.43 ns
qor: place.dp_slack 2.688 ns
qor: run.maxCapViolations 0
qor: place.gp_congestion 0.8374
qor: place.dp_hpwl 5833 microns
qor: setup_path.timing.critical_path.arrival 3.56 ns
qor: global_route.grt_pass1_wl 13430 microns
qor: floorplan.design.die.area 9409 sq um
qor: cells_and_area.final_layout_size_suffix_gt1_share 5.707%
qor: detailed_routing.dr.pass1.iters 5
qor: power_and_ir_drop.power_leakage 1.249 nW
qor: place.place_area 3302 sq um
qor: final_timing.setup_repair_after_global_routing_missed_its_margin false
qor: clocking.cts_tree yes
qor: floorplan.io_pins 53
qor: power_and_ir_drop.power_density 474.5 nW/um^2
qor: logic_synthesis.yosys-stat-cells 361
qor: status.outcome finished, final reports clean
qor: floorplan.floorplanUtilization 31.05%
qor: setup_path.timing.critical_path.to_type flop
[cells in the mapped netlist (all sizes together)]
| library cell | instances |
|---|---|
| inv | 22 |
| nor3b | 1 |
| o211ai | 8 |
| nand3b | 1 |
| and3 | 1 |
| o31a | 2 |
| a32o | 3 |
| a21o | 2 |
| o21a | 3 |
| or3 | 1 |
| a31oi | 10 |
| o41ai | 1 |
| clkbuf | 14 |
| and2 | 16 |
| o21ai | 22 |
| a211oi | 21 |
| a41oi | 1 |
| buf | 6 |
| nor3 | 5 |
| o311ai | 1 |
| or2 | 3 |
| o221ai | 9 |
| dfxtp | 36 |
| a31o | 1 |
| o31ai | 2 |
| nor4 | 5 |
| nand2 | 29 |
| a2111oi | 1 |
| nand3 | 6 |
| nor2b | 1 |
| a22oi | 1 |
| nor2 | 37 |
| a211o | 1 |
| o22ai | 1 |
| fa | 1 |
| xor2 | 3 |
| ha | 16 |
| xnor2 | 8 |
| a21oi | 54 |
| nand2b | 3 |
| nand4 | 2 |
[flip-flops by register name (all words and copies together), names as in the netlist]
register	count
ctrl.state	3
data.done	1
data.B	16
data.A	16
[metrics by stage]
stage	hold WS, ns	std cells	utilization (%)	total power (W)
floorplan	0.4500	361	-	0.001194
global placement	0.4690	504	37.86	0.001435
detailed placement	0.4795	504	37.86	0.001438
CTS	0.4898	511	38.75	0.001602
global route	0.5219	511	38.75	0.001739
finish	0.4922	511	38.75	0.001603
[report_power, final]
group	total [W]	internal [W]	switching, W
clock	0.000158	0.0000753	0.0000830
sequential	0.000355	0.000290	0.0000658
combinational	0.00109	0.000435	0.000654
total	0.00160	0.000800	0.000803
[cells by family (layout without fill, tap and decap cells)]
group	count (synthesis)	count (layout)
flops	36	36
simple gates	111	111
compound gates	144	144
buf+inv	42	84
xor+xnor	11	11
fa+ha+maj	17	17
[worst max-delay path: stages, from the launching register on]
cell                      delay, ns
sky130_fd_sc_hd__dfxtp_1       0.33
sky130_fd_sc_hd__inv_1         0.08
sky130_fd_sc_hd__ha_1          0.22
sky130_fd_sc_hd__fa_1          0.23
sky130_fd_sc_hd__nor2b_1       0.07
sky130_fd_sc_hd__o31a_1        0.32
sky130_fd_sc_hd__nor4_4        0.28
sky130_fd_sc_hd__nor2_2        0.14
sky130_fd_sc_hd__a31oi_4       0.61
sky130_fd_sc_hd__a21oi_4       0.25
sky130_fd_sc_hd__nor2_1        0.56
sky130_fd_sc_hd__a31oi_1       0.16
[metal layers]
layer | GRT usage, % | share of wire [%]
met1 | 26.67 | 47
met2 | 27.03 | 44
met3 | 4.265 | 7.8
met4 | 3.559 | 1.2
met5 | 0 | 0
[area by class of cell]
class | instances | area, sq um | area share, %
inverters | 22 | 82.58 | 2.444
multi-input cells | 283 | 1821 | 53.87
clock buffers | 6 | 72.57 | 2.147
flip-flops and latches | 36 | 720.7 | 21.33
repair buffers | 55 | 543.0 | 16.07
well taps | 108 | 135.1 | 3.999
clock inverters | 1 | 5.005 | 0.1481
[path summary, 6_finish.rpt]
path                   from         to  cells after the start
setup reg to reg  data.A[0]  data.A[5]                     11
hold reg to reg   data.B[6]  data.A[6]                      2
setup / recovery  data.A[0]  data.A[5]                     11
hold / removal    data.B[6]  data.A[6]                      2
Power is estimated from default activity; no workload was simulated.
